**/design/flow/design.v**
```verilog
`timescale 1ns/1ns
module dac_ad5541a
#(
    parameter MCLK_CYCLES_PER_DAC_CLK_CYCLE = 100,
              MCLK_CYCLES_PER_SPI_CLK_CYCLE = 8
)
(
    input logic mclk,
    input logic rst,
    input logic en,
    input  logic        s_axis_valid,
    output logic        m_axis_ready,
    input  logic [15:0] s_axis_data,
    output logic cs_n,
    output logic ldac_n,
    output logic mosi,
    output logic sclk,
    output logic error
);
    typedef enum logic[2:0] { IDLE, LOAD, START, XMIT, FINISH, DONE } state_e;
    state_e curr_state;
    state_e next_state;
    always_ff @(posedge mclk) begin 
        if (rst) begin 
            curr_state <= IDLE;
        end
        else begin 
            curr_state <= next_state; 
        end
    end
    always_comb begin
        next_state = curr_state;
        case (curr_state)
            IDLE: 
                begin
                    if (en == 1'b1) begin 
                        if (state_cnt == MCLK_CYCLES_PER_DAC_CLK_CYCLE-1) begin 
                            next_state = LOAD;
                        end
                    end  
                    else begin 
                        next_state = IDLE;
                    end
                end
            LOAD: 
                begin
                    if (en == 1'b1) begin 
                        next_state = START;
                    end
                    else begin 
                        next_state = IDLE;
                    end
                end
            START: 
                begin 
                    if (en == 1'b1) begin 
                        next_state = XMIT;
                    end
                    else begin 
                        next_state = IDLE;
                    end
                end
            XMIT: 
                begin 
                    if (en == 1'b1) begin 
                        if (sclk_posedge_cnt == 16) begin 
                            next_state = FINISH;
                        end
                    end
                    else begin 
                        next_state = IDLE;
                    end
                end
            FINISH:
                begin 
                    if (sclk_posedge_cnt == 17) begin 
                        next_state = DONE;
                    end
                    else begin 
                        next_state = IDLE;
                    end
                end 
            DONE: 
                begin 
                    next_state = IDLE;
                end
            default:
                begin
                    next_state = curr_state;
                end  
        endcase
    end
    logic [15:0] state_cnt;
    always_ff @(posedge mclk) begin 
        if (rst) begin 
            state_cnt <= 0;
        end
        else begin 
            if (curr_state != next_state) begin 
                state_cnt <= 0;
            end
            else begin 
                state_cnt <= state_cnt + 1;
            end
        end
    end
    assign m_axis_ready = curr_state == IDLE && next_state == LOAD;
    logic [15:0] data_in;
    always_ff @(posedge mclk) begin
        if (rst) begin 
            data_in <= 0;
        end
        else begin 
            if (s_axis_valid == 1'b1 && m_axis_ready == 1'b1) begin 
                data_in <= s_axis_data;
            end
        end
    end
    assign error = ~s_axis_valid & m_axis_ready;
    always_ff @(posedge mclk) begin
        if (rst) begin 
            cs_n   <= 1'b1;
            sclk   <= 1'b1;
            mosi   <= 1'b0;
            ldac_n <= 1'b0;
        end
        else begin 
            case (curr_state)
                IDLE:
                    begin
                        cs_n <= 1'b1;
                        sclk <= 1'b1;
                        mosi <= 1'b0;
                    end
                START:
                    begin
                        cs_n <= 1'b0;
                    end
                XMIT:
                    begin
                        if (sclk_negedge == 1) begin
                            sclk <= 0;
                            mosi <= data_in[15-sclk_posedge_cnt];
                        end
                        else if (sclk_posedge == 1) begin
                            sclk <= 1;
                        end
                    end
                FINISH:
                    begin
                        if (sclk_negedge == 1) begin 
                            sclk <= 1'b0;
                            cs_n <= 1'b1;
                            mosi <= 1'b0;
                        end
                        else if (sclk_posedge == 1) begin 
                            sclk <= 1;
                        end
                    end
            endcase
        end
    end
    logic [15:0] sclk_posedge_cnt;
    logic [15:0] sclk_cnt;
    always_ff @(posedge mclk) begin 
        if (rst) begin 
            sclk_cnt         <= 0;
            sclk_posedge_cnt <= 0;
        end
        else begin
            if (curr_state == XMIT || curr_state == FINISH) begin 
                if (sclk_cnt == MCLK_CYCLES_PER_SPI_CLK_CYCLE-1) begin
                    sclk_cnt <= 0;
                end
                else begin 
                    sclk_cnt <= sclk_cnt + 1;
                end
                if (sclk_posedge == 1'b1) begin 
                    sclk_posedge_cnt <= sclk_posedge_cnt + 1;
                end
            end
            else if (curr_state == IDLE) begin 
                sclk_cnt         <= 0;
                sclk_posedge_cnt <= 0;
            end
        end
    end
    logic sclk_posedge;
    logic sclk_negedge;
    assign sclk_posedge = sclk_cnt == MCLK_CYCLES_PER_SPI_CLK_CYCLE/2;
    assign sclk_negedge = sclk_cnt == 0;
endmodule
```
**/design/flow/run.sh**
```bash
#!/bin/bash
# OpenROAD 26Q1-2900-gdf79404cd8, Yosys 0.63+post, stock flow scripts
make -C /OpenROAD-flow-scripts/flow DESIGN_CONFIG=/design/flow/config.mk WORK_HOME=/design/flow/orfs finish
```
**/design/flow/config.mk**
```make
export PLATFORM = sky130hd
export DESIGN_NAME = dac_ad5541a
export DESIGN_NICKNAME = dac_ad5541a
export VERILOG_FILES = /design/flow/design.v
export SDC_FILE = /design/flow/constraint.sdc
export NUM_CORES = 4
export LEC_CHECK = 1
export CORE_UTILIZATION = 40
```
**/design/flow/constraint.sdc**
```tcl
current_design dac_ad5541a

set clk_period 3.1
set clk_io_pct 0.2

create_clock -name clk0 -period $clk_period [get_ports {mclk}]

set non_clock_inputs [all_inputs -no_clocks]
set_input_delay [expr $clk_period * $clk_io_pct] -clock clk0 $non_clock_inputs
set_output_delay [expr $clk_period * $clk_io_pct] -clock clk0 [all_outputs]
```
==> results.py <==
# Synthesis and PnR figures
metrics = {
    "status": {
        "status": "completed",
    },
    "clock_tree": {
        "cts_resized": 0,
        "hold_buffers": 0,
        "clk_pin_slew_ns": 0.07,
        "numCtsBuffers": 9,
        "htree_levels": 3,
        "clkLatencyLatePin_ns": 0.34,
        "cts_buffer_depth": 2,
        "tritoncts": "done",
        "postCtsSetupRepairBufs": 0,
        "root_buffer": "clkbuf_8",
        "clock_sinks": 70,
    },
    "floorplanning": {
        "placementRows": 34,
        "die_area_um2": 9510,
        "io_pins": 26,
        "die_h_um": 97.5,
        "fp.dieW_um": 97.5,
        "fp-utilization_pct": 41.7,
        "design.core.area_um2": 8760,
    },
    "routing": {
        "routed_via_density": 5.25,
        "diodes": 0,
        "dr.pass1.iters": 4,
        "drc": 0,
        "detail-route-antenna-nets": 0,
        "drtIter0Drc": 61,
        "vias": 2916,
        "wl_per_cell_um": 12.9,
        "routed_wirelength_um": 7190,
    },
    "global_routing": {
        "grt_pass1_vias": 2624,
        "grt_max_degree": 33,
        "grt_pass1_wl_um": 12400,
        "grt_antenna_before_repair": 0,
        "grt_overflow": 0,
        "grt_use_total_pct": 16.1,
    },
    "synth": {
        "async_flop_share_pct": 0,
        "syn_area_per_cell_um2": 8.73,
        "synth_area_um2": 3650,
        "yosys-top-cells-area": "dfxtp_1 (38%), nor2_1 (5.9%), mux2i_1 (5.5%), nand2_1 (3.6%), xnor2_1 (3.1%)",
        "synth_cell_types": 56,
        "ys_seq_share_pct": 38.4,
        "synth_top_area_share_pct": 38.4,
        "ys_area_um2": 3650,
        "edf_count": 0,
        "postSynthCellCount": 418,
        "yosys_warnings": 1,
        "numSynthFlops": 70,
        "synth_stat.cells": 418,
        "top_area_cell": "dfxtp_1",
        "ff_type": "dfxtp_1",
    },
    "final_layout": {
        "layout_top_cell": "dfxtp_1",
        "logic_area_um2": 2100,
        "n_fill_cell": 838,
        "area_growth_pct": 14.7,
        "drive_above_1_share_pct": 10.7,
        "seqCellArea_um2": 1400,
        "lay_top_cells": "dfxtp_1 (70), nor2_1 (57), nand2_1 (35)",
    },
    "worst_setup_path": {
        "cp-end-kind": "primary output",
        "arrival_ns": 2.36,
        "path_class": "in2out",
        "cp.required_ns": 2.48,
        "start_kind": "input port",
        "ff2ff_path_depth": 7,
        "cp_max_fo": 3,
    },
    "power": {
        "peakVddDrop_mv": 0.291,
        "p_switching_w": 0.000385,
        "internal-power_w": 0.00130,
        "leakage_nw": 1.37,
        "combPwrFrac_pct": 2.9,
        "p_sw_share_pct": 22.8,
        "powerDensity_nw_per_um2": 404,
        "clock_power_share_pct": 43.6,
        "p_seq_share_pct": 53.5,
    },
    "hold_path": {
        "min_path_cells": 1,
        "worstHoldPathType": "reg2reg",
    },
    "sta": {
        "finalMaxSlewViolations": 0,
        "clock-skew-final_ns": 0.0116,
        "rsz0062_at_grt": "no",
        "relSlewSlack_pct": 59.8,
        "setup_viol": 0,
        "period_needed_ns": 2.98,
        "max_freq_ghz": 0.335,
        "finalClockPeriodUsage_pct": 96.2,
        "max_slew.worst_pin.slew_ns": 0.601,
        "setup_tns_ns": 0,
        "whs_ns": 0.455,
        "finalHoldViolations": 0,
    },
    "run": {
        "log.warning_count": 29,
        "cap_violations": 0,
    },
    "placed_design": {
        "port_buffers": 24,
        "dp_hpwl_um": 5030,
        "routabilityCongestion": 0.802,
    },
}
[sequential cells by signal, summed over array words and instances (netlist names)]
name              cells
cs_n                  1
curr_state            3
data_in              16
mosi                  1
sclk                  1
sclk_cnt             16
sclk_posedge_cnt     16
state_cnt            16
[final cells by class]
| cell class | count | share of cell area (%) |
|---|---|---|
| clock buffer | 9 | 2.96 |
| clock inverter | 7 | 1.76 |
| inverter | 13 | 1.17 |
| multi-input combinational | 316 | 50.2 |
| sequential | 70 | 33.5 |
| tap | 108 | 3.23 |
| timing repair buffer | 32 | 7.17 |
[worst max-delay path, stage by stage]
cell and delay [ns]:
clkdlybuf4s50_1 0.47, and4bb_2 0.21, nand2_1 0.07, or3_1 0.42
nor2_1 0.11, clkdlybuf4s50_1 0.46
[cell usage after synthesis (2+ instances only)]
| cell | count |
|---|---|
| and2_1 | 4 |
| or3_1 | 8 |
| nor3_1 | 9 |
| ha_1 | 8 |
| nor2b_1 | 4 |
| a21oi_1 | 16 |
| nand3b_1 | 3 |
| nor4_1 | 9 |
| xor2_1 | 10 |
| nand4_1 | 13 |
| or2_2 | 3 |
| and4_1 | 5 |
| nand2_1 | 35 |
| nand4b_1 | 2 |
| buf_2 | 6 |
| mux4_2 | 4 |
| a31o_2 | 3 |
| nor3_2 | 2 |
| nor4_4 | 3 |
| and3_1 | 8 |
| buf_4 | 3 |
| o31ai_1 | 5 |
| a31oi_1 | 4 |
| nor4b_1 | 3 |
| xnor2_1 | 13 |
| mux2i_1 | 20 |
| nor2_1 | 57 |
| o21bai_1 | 4 |
| inv_1 | 13 |
| nor3b_2 | 2 |
| dfxtp_1 | 70 |
| nand3_1 | 19 |
| clkbuf_1 | 9 |
| or4_1 | 5 |
| o21ai_0 | 15 |
[metal layers]
| metal | GRT usage, % | routed length [um] | up-vias |
|---|---|---|---|
| li1 | - | - | 1544 |
| met1 | 25.8 | 3740 | 1331 |
| met2 | 24.0 | 3160 | 39 |
| met3 | 3.00 | 247 | 2 |
| met4 | 1.24 | 36 | 0 |
| met5 | 0 | 0 | - |
[stage by stage]
step	worst slack [ns]	power [W]	instance area, um^2	cells	utilization [%]
after floorplan	1.09	0.000943	3650	418	-
after global placement	0.149	0.000974	3990	539	45.5
final	0.117	0.00169	4190	555	47.8
after global routing	0.0176	0.00177	4190	555	47.8
after detailed placement	0.108	0.000975	3990	539	45.5
after CTS	0.100	0.00172	4190	555	47.8
[final timing paths]
kind	startpoint	endpoint	slack, ns
min	state_cnt[0]$_SDFF_PP0_	state_cnt[0]$_SDFF_PP0_	0.45
max	en	error	0.12
max reg2reg	sclk_posedge_cnt[0]$_SDFFE_PP0P_	state_cnt[0]$_SDFF_PP0_	0.86
min reg2reg	state_cnt[0]$_SDFF_PP0_	state_cnt[0]$_SDFF_PP0_	0.45
[power by group through the flow]
stage	clock (W)	combinational, W	sequential, W
after CTS	0.000766	0.0000489	0.000905
after global routing	0.000808	0.0000525	0.000905
final	0.000737	0.0000484	0.000905
[kinds of logic after synthesis]
kind of cell,share of synthesized area (%)
AOI/OAI and AO/OA,9.77
xor gates and xnor gates,5.52
adders and majority gates,2.74
buffers and inverters,4.01
DFF,38.4
muxes,7.95
other,0.103
and+or+nand+nor,31.5
No activity file was given, so power comes from the tool's default toggle rates.
