File: /design/flow/run.sh
#!/bin/bash
# OpenROAD 26Q1-2900-gdf79404cd8, Yosys 0.63+post, stock flow scripts
make -C /OpenROAD-flow-scripts/flow DESIGN_CONFIG=/design/flow/config.mk WORK_HOME=/design/flow/orfs finish
File: /design/flow/config.mk
export PLATFORM = sky130hd
export DESIGN_NAME = data_generator
export DESIGN_NICKNAME = data_generator
export VERILOG_FILES = /design/flow/design.v
export SDC_FILE = /design/flow/constraint.sdc
export NUM_CORES = 4
export LEC_CHECK = 1
export CORE_AREA = 10 10 74 74
export DIE_AREA = 0 0 84 84
File: /design/flow/constraint.sdc
current_design data_generator

set clk_period 1.3
set clk_io_pct 0.2

create_clock -name clk0 -period $clk_period [get_ports {clk}]

set non_clock_inputs [all_inputs -no_clocks]
set_input_delay [expr $clk_period * $clk_io_pct] -clock clk0 $non_clock_inputs
set_output_delay [expr $clk_period * $clk_io_pct] -clock clk0 [all_outputs]
File: /design/flow/design.v
module data_generator
(
    input logic clk,
    input logic rst,
    output logic        m_axis_valid,
    input  logic        s_axis_ready,
    output logic [15:0] m_axis_data
);
    logic [ 3:0] sample_cnt;
    logic [15:0] memory[0:3];
    always_ff @(posedge clk) begin 
        if (rst) begin 
            sample_cnt <= 0;
            memory[0] <= 16'hCAFE;
            memory[1] <= 16'hC0DE;
            memory[2] <= 16'hBEEF;
            memory[3] <= 16'hB0BA;
            m_axis_data <= 0;
        end
        else begin 
            if (m_axis_valid == 1'b1 && s_axis_ready == 1'b1) begin 
                m_axis_data  <= memory[sample_cnt]; 
                if (sample_cnt == 3) begin
                    sample_cnt <= 0;
                end
                else begin 
                    sample_cnt <= sample_cnt + 1;
                end
            end
        end
    end
    assign m_axis_valid = 1'b1;
endmodule
==> flow_summary.toml <==
# synthesis and place-and-route metrics
[outcome]
status = "complete, no violations"

[placement]
dp.cells = 129
gp_congestion = 0.7364
io_buffers = 17
place_ws_ns = -0.04004
dp_hpwl_um = 1077
place_area_um2 = 812.0

[sta]
grt_setup_unrepaired = "no"
setup_viol = 0
fin_ws_ns = 0.1039
hold_viol_final = 0
clock_skew_ns = 0.0009316
drv_slew = 0
fin_crit_sh = 0.9201
holdWs_ns = 0.4842
finalCriticalPeriod_ns = 1.196
fmaxAchievable_ghz = 0.8361

[setup_path]
path_max_fanout = 4
crit_arrival_ns = 0.94
worstSetupEndpointType = "primary output"
cpPeakStageDelay_ns = 0.34
rr_worst_depth = 5
cp_slowest_cell = "dfxtp_4"
r2r_slack_ns = 0.19
rr_endpoint = "m_axis_data[13]"
worstPathRequired_ns = 1.04
r2r_start = "sample_cnt[0]"
worstSetupPathType = "register to primary output"
crit_chain = "buf_4 -> dlygate4sd2_1"
start_kind = "register"

[layout]
final_area_um2 = 924.6
final_cells = 139
syn2layout_area_growth_pct = 46.92
drive_above_1_share = 0.2809
lay_top_count = "buf_4"
mostFrequentLayoutCells = "13 x buf_4, 12 x nor2_1, 10 x dlygate4sd2_1, 7 x ha_1, 7 x dfxtp_2"
n_fill_cell = 433

[logic_synthesis]
synthXorXnorAreaFrac = 0.02783
syn-instance-count = 67
ys_seq_frac = 0.3817
synth_cell_types = 22
ys_area_um2 = 629.4
ys.flops = 12
ys_cells = 67
simple_gate_share = 0.1491
avgSynthCellArea_um2 = 9.393
yosysWarnings = 2
fa_ha_area_frac = 0.1392
synth_area_um2 = 629.4
top_logic_kind = "buffers and inverters"
ys_sh_mux = 0.03181
synthAoiAreaFrac = 0.08350

[min_path]
holdCritStartpoint = "m_axis_data[5]"
worstHoldEndpoint = "m_axis_data[5]"
holdPathStages = 2
holdCritPathClass = "register to register"

[run]
log.warning_count = 31
maxCapViolCount = 0

[floorplanning]
floorplan.core_util = 0.1585
core_area_um2 = 3971
rows = 23
chipWidth_um = 84
die_area_um2 = 7056
dieHeight_um = 84
boundaryPins = 20

[cts]
clock-sinks = 12
clk_pin_slew_ns = 0.05
cts_buffers = 3
cts_root_buffer = "clkbuf_8"
htreeDepth = 1
cts_tree = "done"
worstSkewPairLatency_ns = 0.23
cts_buffer_depth = 2

[detailed_routing]
drc = 0
routed_via_density = 3.475
wl_um = 1379
avgRoutedWirePerCell_um = 9.921
diodes = 0
dr.pass1.iters = 4
dr_total_vias = 483
ant_nets = 0
drtIter0Drc = 16

[global_route]
grt_pass1_wl_um = 2380
overflow = 0
met3_usage = 0.01969
grt_pass1_vias = 510
grt_max_degree = 9
antenna_found_initial = 0
grt-busiest-layer = "met2"
grtUsageMet1 = 0.04263
gr-usage-met2 = 0.06690
grt.total_usage = 0.03939

[pwr]
power_density_nw_per_um2 = 1052
power.leakage_nw = 0.4875
ir_worst_vdd_mv = 0.2628
[how the worst max path moves through the flow]
stage	startpoint	to	slack, ns
after CTS	m_axis_data[11]	m_axis_data[11]	0.005
after global routing	sample_cnt[0]	m_axis_data[13]	0.04
final	m_axis_data[7]	m_axis_data[1]	0.10
[flip-flops by register name, summed over array words and instances (netlist names)]
signal	count
sample_cnt	4
m_axis_data	8
[timing repair]
action                     in CTS  in global routing
hold buffers                    0                  0
pin swaps                       0                  0
resized                        18                  6
setup buffers                   5                  1
setup endpoints to repair      15                  6
[where the power goes]
group          internal, W  switching, W
clock network     0.000267      0.000128
logic            0.0000984     0.0000638
registers         0.000396     0.0000195
total             0.000761      0.000211
[Yosys cell counts]
cell | count | area, um^2
o21ai_1 | 1 | 5.000
conb_1 | 2 | 7.510
dfxtp_1 | 12 | 240.2
nor2b_1 | 1 | 6.260
a21oi_1 | 2 | 10.01
buf_6 | 1 | 11.26
nor4b_1 | 1 | 8.760
nor2_1 | 12 | 45.04
xnor2_1 | 1 | 8.760
inv_1 | 2 | 7.510
nand4_1 | 1 | 6.260
nand2_1 | 2 | 7.510
buf_12 | 1 | 20.02
clkbuf_1 | 1 | 3.750
mux2i_1 | 2 | 20.02
a211oi_1 | 5 | 37.54
xor2_1 | 1 | 8.760
ha_1 | 7 | 87.58
buf_4 | 9 | 67.56
nor3_1 | 1 | 5.000
nand4b_1 | 1 | 8.760
nand2b_1 | 1 | 6.260
[layout make-up]
cell class	count	area (um^2)	area share
Inverter	2	7.507	0.008119
Tap cell	50	62.56	0.06766
Timing Repair Buffer	30	267.8	0.2896
Multi-Input combinational cell	41	279.0	0.3018
Sequential cell	12	252.7	0.2733
Clock buffer	4	55.05	0.05954
[cells by family after synthesis]
logic type      after synthesis
other cells                   2
mux                           2
buf+inv                      14
simple gates                 20
compound gates                8
fa+ha+maj                     7
xor+xnor                      2
flops                        12
[worst max-delay path: cells and delay by family (launching register included)]
family / cells / cell delay, ns
DFF: 1 / 0.34
buffers and inverters: 2 / 0.36
[stage by stage]
stage / power (W) / TNS [ns] / utilization
floorplan: 0.0005128 / 0 / -
global placement: 0.0005862 / -0.1461 / 0.2045
detailed placement: 0.0005878 / -0.1096 / 0.2045
CTS: 0.0009931 / 0 / 0.2275
global route: 0.001043 / 0 / 0.2328
finish: 0.0009723 / 0 / 0.2328
[metal layers]
metal	vias to the layer above	routed length (um)
met5	-	0
met4	0	19
met3	4	127
met2	13	665
met1	214	566
li1	252	-
Power and IR drop assume default switching activity.
